==> design/flow/design.v <==
module ALU #(parameter N=5) (
    input [N-1:0] a, b,
    input [2:0] op,
    output reg [N-1:0] result,
    output reg sign,
    output reg overflow,
    output reg status
);
    wire [N-1:0] sum_out, sub_out, max_out, shift_out, square_out, abs_out;
    wire [N:0] avg_out;  
    wire le_out;
    assign sum_out = a + b;
    assign sub_out = a - b;
    assign max_out = ($signed(a) > $signed(b)) ? a : b;
    assign le_out = ($signed(a) <= $signed(b));
    assign avg_out = ($signed({a[N-1], a}) + $signed({b[N-1], b})) >>> 1;  
    assign square_out = a * a;
    assign abs_out = a[N-1] ? -a : a;
    assign shift_out = a >>> b;
    always @(*) begin
        {result, sign, overflow, status} = 0;
        case (op)
            3'b000: begin  
                result = sum_out;
                {overflow, sign} = {(a[N-1] == b[N-1]) && (sum_out[N-1] != a[N-1]), sum_out[N-1]};
            end
            3'b001: begin  
                result = sub_out;
                {overflow, sign} = {(a[N-1] != b[N-1]) && (sub_out[N-1] != a[N-1]), sub_out[N-1]};
            end
            3'b010: begin  
                result = max_out;
                sign = max_out[N-1];
            end
            3'b011: begin  
                result = { {N-1{1'b0}}, le_out };
                status = le_out;
            end
            3'b100: begin  
                result = avg_out[N-1:0];
                sign = avg_out[N-1];
            end
            3'b101: begin  
                result = square_out;
                sign = square_out[N-1];
            end
            3'b110: begin  
                result = abs_out;
                sign = 1'b0;
            end
            3'b111: begin  
                result = shift_out;
                sign = shift_out[N-1];
            end
        endcase
    end
endmodule
`timescale 1ns / 1ps
module decoder_7seg (
    input wire [3:0] bcd,
    output reg [6:0] seg
);
always @(*) begin
    case (bcd)
        4'd0: seg = 7'b1000000;  
        4'd1: seg = 7'b1111001;  
        4'd2: seg = 7'b0100100;  
        4'd3: seg = 7'b0110000;  
        4'd4: seg = 7'b0011001;  
        4'd5: seg = 7'b0010010;  
        4'd6: seg = 7'b0000010;  
        4'd7: seg = 7'b1111000;  
        4'd8: seg = 7'b0000000;  
        4'd9: seg = 7'b0010000;  
        default: seg = 7'b1111111;  
    endcase
end
endmodule
module display_controller #(parameter N=5) (
    input wire [N-1:0] num,
    input wire negative,
    output wire [6:0] seg_unidade,
    output wire [6:0] seg_dezena,
    output wire [6:0] seg_sinal
);
    wire [3:0] dez_bcd, uni_bcd;
    wire [4:0] abs_num = negative ? -num : num;
    assign dez_bcd = (abs_num >= 10) ? 4'd1 : 4'd0;
    assign uni_bcd = (abs_num >= 10) ? abs_num - 10 : abs_num;
    decoder_7seg u_dec_uni (.bcd(uni_bcd), .seg(seg_unidade));
    decoder_7seg u_dec_dez (.bcd(dez_bcd), .seg(seg_dezena));
    assign seg_sinal = negative ? 7'b0111111 : 7'b1111111;
endmodule
module top_module #(parameter N=5) (
    input wire clk,
    input wire [N-1:0] a, b,
    input wire [2:0] op,
    output wire [6:0] seg,
    output wire dp,
    output wire [3:0] an,
    output wire status_led,
    output wire overflow_led
);
    wire [N-1:0] result;
    wire sign, overflow, status;
    wire [6:0] seg_unidade, seg_dezena, seg_sinal;
    ALU #(.N(N)) u_alu (
        .a(a),
        .b(b),
        .op(op),
        .result(result),
        .sign(sign),
        .overflow(overflow),
        .status(status)
    );
    display_controller #(.N(N)) u_display (
        .num(result),
        .negative(sign),
        .seg_unidade(seg_unidade),
        .seg_dezena(seg_dezena), 
        .seg_sinal(seg_sinal)
    );
    reg [19:0] counter;
    always @(posedge clk) counter <= counter + 1;
    wire [1:0] sel = counter[19:18];
    assign an = (sel == 2'b00) ? 4'b1110 :  
                (sel == 2'b01) ? 4'b1101 :  
                (sel == 2'b10) ? 4'b1011 :  
                4'b1111;                    
    assign seg = (sel == 2'b00) ? seg_unidade :
                 (sel == 2'b01) ? seg_dezena :
                 (sel == 2'b10) ? seg_sinal :
                 7'b1111111;
    assign status_led = status;
    assign overflow_led = overflow;
    assign dp = 1'b1;
endmodule
==> design/flow/run.sh <==
#!/bin/bash
# OpenROAD 26Q1-2900-gdf79404cd8, Yosys 0.63+post, stock flow scripts
make -C /OpenROAD-flow-scripts/flow DESIGN_CONFIG=/design/flow/config.mk WORK_HOME=/design/flow/orfs finish
==> design/flow/config.mk <==
export PLATFORM = sky130hd
export DESIGN_NAME = top_module
export DESIGN_NICKNAME = top_module
export VERILOG_FILES = /design/flow/design.v
export SDC_FILE = /design/flow/constraint.sdc
export NUM_CORES = 4
export LEC_CHECK = 1
export CORE_UTILIZATION = 30
==> design/flow/constraint.sdc <==
current_design top_module

set clk_period 8.8
set clk_io_pct 0.2

create_clock -name clk0 -period $clk_period [get_ports {clk}]

set non_clock_inputs [all_inputs -no_clocks]
set_input_delay [expr $clk_period * $clk_io_pct] -clock clk0 $non_clock_inputs
set_output_delay [expr $clk_period * $clk_io_pct] -clock clk0 [all_outputs]
==> results.toml <==
# implementation run metrics
[status]
outcome = "finished, final reports clean"

[global_route]
gr-total-overflow = 0
antenna_found_initial = 0
grt_start_max_net_pins = 15
grtUsageTotal_pct = 14.3
grt_pass1_wl_um = 9780
vias_in_the_first_global_route = 2116

[timing]
final_hold_viol_count = 0
final-setup-viol-count = 0
fin_worst_skew_ns = 0.00532
grt_setup_unrepaired = "false"
tightestPinTransition_ns = 0.594
min_cycle_time_layout_ns = 8.39
slew_viol_final = 0
tns_ns = 0
slew_headroom_pct = 60.3
timing.fmax_mhz = 119
layout_worst_path_cycle_share_pct = 95.3

[logic_synthesis]
yosysCellCount = 298
syn-mean-instance-area_um2 = 8.05
dominantRegCellSynth = "sky130_fd_sc_hd__dfxtp_1"
post_synth_inst_count = 298
seq_total_area_yosys_pct = 16.7
synth.yosys.warnings = 3
synthesis.area_um2 = 2400
count_of_library_flops_with_an_enable_pin = 0
yosys_register_bits = 20
postSynth.asyncResetShare_pct = 0
ys_chip_area_um2 = 2400
ys_types = 69

[final_layout]
fill_cells = 786
area_growth_syn_to_layout_pct = 19.4
multiInputGateArea_um2 = 1870
largest_register_ff_count = 20
layout_top_registers = "counter: 20 flops"
drive_gt1_share_pct = 11.7
largest-register = "counter"
post_layout_nonfiller_instances = 426
highest_count_cells_in_the_layout_ignoring_fill_and_taps = "29 x sky130_fd_sc_hd__nand2_1, 24 x sky130_fd_sc_hd__clkdlybuf4s50_1, 22 x sky130_fd_sc_hd__xnor2_1, 20 x sky130_fd_sc_hd__ha_1, 20 x sky130_fd_sc_hd__dfxtp_1"
layout_top_cell = "sky130_fd_sc_hd__nand2_1"
seq_area_um2 = 400

[route]
drc = 0
initialDrtViolationCount = 105
route.final.wire_length_um = 5510
avgViaCountPerCell = 5.08
n_antenna_cell = 0
routedWlPerCell_um = 12.9
route.antenna.remaining_nets = 0
drt_pre_antenna_iters = 4
route.vias.total = 2163

[placed_design]
gpl.final_weighted_congestion = 0.947
port-buffer-count = 25
placed_cells = 422
dp.final_hpwl_um = 4200

[pwr]
vdd_drop_max_mv = 0.0992
powerDensity_nw_per_um2 = 154
power_leakage_nw = 1.14

[floorplanning]
floorplan.die_area_um2 = 8360
boundaryPins = 28
die_w_um = 91.4
initial_utilization_pct = 31.1
core.rowCount = 32
die_height_um = 91.4
core-area_um2 = 7730

[critical_path]
worstPathCellList = "clkdlybuf4s50_1, inv_1, ha_1, nor2_2, a211oi_2, o221ai_4, mux2i_1, o2111a_2, ha_1, a211oi_1, xnor2_1, ha_1, o221ai_1, a21o_1, xnor2_1, inv_1, ha_1, a21oi_1, or2_2, o21ai_0, clkdlybuf4s50_1"
cp.buffers_inverters = 4
critical_path_peak_fanout = 9
cp_slowest_stage_delay_ns = 0.47
critical_path_class = "in -> out"
cpMaxStageDelayCell = "sky130_fd_sc_hd__clkdlybuf4s50_1"
setup.worst_path.end_class = "output pin"
timing.critical_path.required_ns = 7.04
crit_path_start_kind = "input pin"
arrival_ns = 6.63
worst_path_dominant_cell_family = "AND-OR/OR-AND gates"
most_frequent_cp_cell = "sky130_fd_sc_hd__ha_1"

[cts]
cts_htree_levels = 1
postCtsHoldBufs = 0
clockRootBuffer = "sky130_fd_sc_hd__clkbuf_8"
tritoncts_clock_tree = "done"
postCtsSetupBuffers = 0
worst_skew_pair.late_latency_ns = 0.26
cts.sink_count = 20
cts-resized-gates = 0
path_clk_slew_ns = 0.08
cts_buffers = 3
ctsLongestPathBuffers = 2

[run]
log.warning_count = 36
maxCapViolations = 0

[min_path]
min_path_type = "reg -> reg"
-- report_power, final --
| part | switching, mW | leakage, nW | internal (mW) |
|---|---|---|---|
| sequential | 0 | 0.161 | 0.0904 |
| combinational | 0.119 | 0.946 | 0.140 |
| clock | 0.0309 | 0.0357 | 0.0607 |
| total | 0.150 | 1.14 | 0.291 |
-- stage by stage --
step                cell area, µm²  total power [mW]  setup WS (ns)  hold slack, ns  util (%)
floorplan                     2400             0.260           1.41           0.370         -
global placement              2780             0.350          0.324           0.384      36.0
detailed placement            2780             0.349          0.273           0.390      36.0
CTS                           2850             0.441          0.264           0.409      36.9
global route                  2870             0.475         0.0229           0.433      37.1
finish                        2870             0.441          0.410           0.403      37.1
-- worst paths after layout --
path	endpoint	cells after the start	startpoint	slack, ns
hold reg to reg	counter[0]$_DFF_P_	1	counter[0]$_DFF_P_	0.40
setup / recovery	seg[0]	21	b[2]	0.41
hold / removal	counter[0]$_DFF_P_	1	counter[0]$_DFF_P_	0.40
setup reg to reg	counter[16]$_DFF_P_	6	counter[0]$_DFF_P_	7.22
-- logic make-up after synthesis --
group / after synthesis / synth area share, %
and+or+nand+nor: 107 / 23.0
AOI/OAI and AO/OA: 69 / 22.2
buffers and inverters: 33 / 6.15
xor gates and xnor gates: 31 / 12.2
adders and majority gates: 24 / 13.5
DFF: 20 / 16.7
muxes: 13 / 6.10
other: 1 / 0.156
-- layout make-up --
| cell class | instances | share of cell area, % |
|---|---|---|
| Timing Repair Buffer | 34 | 11.2 |
| Clock inverter | 1 | 1.05 |
| Tap cell | 102 | 4.45 |
| Multi-Input combinational cell | 246 | 65.2 |
| Sequential cell | 20 | 14.0 |
| Clock buffer | 3 | 1.44 |
| Inverter | 20 | 2.71 |
-- metal layers --
| metal | track usage (%) | wire [µm] | vias up |
|---|---|---|---|
| li1 | - | - | 1096 |
| met1 | 20.8 | 2770 | 1035 |
| met2 | 23.7 | 2540 | 32 |
| met3 | 1.53 | 193 | 0 |
| met4 | 1.85 | 0 | 0 |
| met5 | 0 | 0 | - |
-- cells in the mapped netlist, types with 4 or more instances --
cell type | instances | area [µm²]
sky130_fd_sc_hd__nand4_1 | 4 | 25.0
sky130_fd_sc_hd__ha_1 | 21 | 263
sky130_fd_sc_hd__a21oi_1 | 17 | 85.1
sky130_fd_sc_hd__nand2b_1 | 11 | 68.8
sky130_fd_sc_hd__o31ai_1 | 4 | 30.0
sky130_fd_sc_hd__nand2_1 | 29 | 109
sky130_fd_sc_hd__nor3_1 | 9 | 45.0
sky130_fd_sc_hd__clkbuf_1 | 5 | 18.8
sky130_fd_sc_hd__dfxtp_1 | 20 | 400
sky130_fd_sc_hd__inv_1 | 19 | 71.3
sky130_fd_sc_hd__nand3_1 | 10 | 50.1
sky130_fd_sc_hd__buf_2 | 5 | 25.0
sky130_fd_sc_hd__nor2_1 | 18 | 67.6
sky130_fd_sc_hd__mux2i_1 | 9 | 90.1
sky130_fd_sc_hd__xor2_1 | 7 | 61.3
sky130_fd_sc_hd__o21ai_0 | 10 | 50.1
sky130_fd_sc_hd__xnor2_1 | 22 | 193
sky130_fd_sc_hd__nor2b_1 | 5 | 31.3
sky130_fd_sc_hd__and3_1 | 5 | 31.3
No activity file was given, so power comes from the tool's default toggle rates.
